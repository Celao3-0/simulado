[/design/flow/config.mk]
export PLATFORM = sky130hd
export DESIGN_NAME = PLA
export DESIGN_NICKNAME = PLA
export VERILOG_FILES = /design/flow/design.v
export SDC_FILE = /design/flow/constraint.sdc
export NUM_CORES = 4
export LEC_CHECK = 1
export CORE_AREA = 10 10 70 70
export DIE_AREA = 0 0 80 80
[/design/flow/constraint.sdc]
current_design PLA

set clk_period 1.5
set clk_io_pct 0.2

create_clock -name clk0 -period $clk_period

set non_clock_inputs [all_inputs -no_clocks]
set_input_delay [expr $clk_period * $clk_io_pct] -clock clk0 $non_clock_inputs
set_output_delay [expr $clk_period * $clk_io_pct] -clock clk0 [all_outputs]
[/design/flow/design.v]
module PLA (
    input [5:0] Op,
    input [3:0] CurrentState,
    output PCWrite,
    output PCWriteCond,
    output IorD,
    output MemRead,
    output MemWrite,
    output IRWrite,
    output MemtoReg,
    output PCSource1,
    output PCSource0,
    output ALUOp1,
    output ALUOp0,
    output ALUSrcB1,
    output ALUSrcB0,
    output ALUSrcBA,
    output RegWrite,
    output RegDst,
    output NS3,
    output NS2,
    output NS1,
    output NS0
);
    wire [5:0] OpNegated = ~Op;
    wire [3:0] CurrentStateNegated = ~CurrentState;
    wire A, B, C, D, E, F, G, H, I, J, K, L, M, N, O, P, Q;
    and (A, CurrentStateNegated[3], CurrentStateNegated[2], CurrentStateNegated[1], CurrentStateNegated[0]);
    and (B, CurrentStateNegated[3], CurrentStateNegated[2], CurrentStateNegated[1], CurrentState[0]);
    and (C, CurrentStateNegated[3], CurrentStateNegated[2], CurrentState[1], CurrentStateNegated[0]);
    and (D, CurrentStateNegated[3], CurrentStateNegated[2], CurrentState[1], CurrentState[0]);
    and (E, CurrentStateNegated[3], CurrentState[2], CurrentStateNegated[1], CurrentStateNegated[0]);
    and (F, CurrentStateNegated[3], CurrentState[2], CurrentStateNegated[1], CurrentState[0]);
    and (G, CurrentStateNegated[3], CurrentState[2], CurrentState[1], CurrentStateNegated[0]);
    and (H, CurrentStateNegated[3], CurrentState[2], CurrentState[1], CurrentState[0]);
    and (I, CurrentState[3], CurrentStateNegated[2], CurrentStateNegated[1], CurrentStateNegated[0]);
    and (J, CurrentState[3], CurrentStateNegated[2], CurrentStateNegated[1], CurrentState[0]);
    and (Q, C, Op[5], OpNegated[4], OpNegated[3], OpNegated[2], Op[1], Op[0]);
    and (R, B, OpNegated[5], Op[4], OpNegated[3], Op[2], Op[1], Op[0]);
    and (S, B, Op[5], OpNegated[4], Op[3], Op[2], Op[1], Op[0]);
    and (T, C, Op[5], OpNegated[4], OpNegated[3], OpNegated[2], Op[1], Op[0]);
    and (U, B, Op[5], Op[4], OpNegated[3], OpNegated[2], Op[1], Op[0]);
    and (V, B, OpNegated[5], OpNegated[4], OpNegated[3], OpNegated[2], Op[1], Op[0]);
    and (W, C, OpNegated[5], OpNegated[4], OpNegated[3], OpNegated[2], Op[1], Op[0]);
    and (Xa, B, Op[5], Op[4], OpNegated[3], OpNegated[2], Op[1], Op[0]);
    and (Y, B, OpNegated[5], Op[4], OpNegated[3], Op[2], Op[1], Op[0]);
    and (Za, B, Op[5], OpNegated[4], Op[3], Op[2], Op[1], Op[0]);
    and (A1, C, OpNegated[5], OpNegated[4], OpNegated[3], OpNegated[2], Op[1], Op[0]);
    or (PCWrite, A, J);
    assign PCWriteCond = I;
    or (IorD, D, F);
    or (MemRead, A, D);
    or (MemWrite, F);
    or (IRWrite, A);
    assign MemtoReg = E;
    or (PCSource1, J);
    or (PCSource0, I);
    or (ALUOp1, G);
    or (ALUOp0, I);
    or (ALUSrcB1, B, C);
    or (ALUSrcB0, A, B);
    or (ALUSrcBA, C, G, I);
    or (RegWrite, E, H);
    or (RegDst, H);
    or (NS3, R, S);
    or (NS2, D, G, T, U);
    or (NS1, G, O, V, W, X);
    or (NS0, A, G, Q, Y, Z, A1);
endmodule
[/design/flow/run.sh]
#!/bin/bash
# OpenROAD 26Q1-2900-gdf79404cd8, Yosys 0.63+post, stock flow scripts
make -C /OpenROAD-flow-scripts/flow DESIGN_CONFIG=/design/flow/config.mk WORK_HOME=/design/flow/orfs finish
==> Slide: Implementation Results <==
Implementation Results

Finish
  • Layout cells sized above 1: approximately two thirds
  • Final Util: 25.2%
  • Area Growth Syn to Fin: 226%
  • Clkbuf count: 0
  • Fillers: 364
  • Register Area: 0 um^2
  • Post-route cell area: 861 um^2
  • FF+latch count: 0

Global route
  • Initial antenna violation count: 0
  • Vias in the first global route: approximately 450
  • GRT Overall Usage: between 4 and 5%
  • First-pass GRT wire length: between 2000 and 2500 um
  • GR Overflow Total: 0
  • Largest net degree at the start of global routing: 9

Drt
  • Vias per inst: between 3 and 4
  • Iter 0 DRT Violations: 18
  • DRC: 0
  • Avg WL per Cell: roughly 11 um
  • Post-detailed-route count of antenna-violating nets: 0
  • DR vias: approximately 450
  • Routed wire length: 1470 um
  • # diodes: 0
  • First-pass DRT Iterations: 4

Worst hold path
  • Hold Crit Start: CurrentState[2]
  • Worst Hold Class: in -> out
  • WHS Path Cells: 3
  • Hold Crit Endpoint: NS2

Critical path
  • Kind of critical path: in -> out
  • Req. time, crit path: approximately 1.2 ns
  • CP Launch Type: input port
  • Crit-path max FO: 2
  • Critical Path Max Stage Delay: about 0.33 ns
  • Slowest stage cell on the critical path: a2111oi_1
  • Arr. time, crit path: roughly 1.3 ns
  • Critical Path End Type: primary output
  • Cell Chain, Critical Path: buf_6 > and4b_1 > a211oi_2 > a2111oi_1 > buf_2

Synthesis
  • Mean Syn Cell Area: 6.29 um^2
  • Yosys chip area: between 200 and 300 um^2
  • Area leader, netlist: buf_4
  • Yosys cell count: ~42
  • YS warnings: 15
  • Cell count after synthesis: 42
  • Biggest area cells: buf_4 11%, nor3_1 9.5%, nor2_1 8.5%, nor3b_1 8.5%, and4b_1 7.6%
  • Synth Seq Share: 0%
  • Cell area after synthesis: roughly 260 um^2
  • Unique cell types: 22
  • Area leader share: a little under an eighth

Die
  • Initial Util: roughly 7.7%
  • Die W: approximately 80 um
  • Chip height: roughly 80 um
  • Core area: about 0.0034 mm^2
  • Die area: 0.00640 mm^2
  • Row count: 21
  • Boundary Pins: 30

Run
  • Log Warnings: 34
  • Max-Cap Viols: 0

Outcome
  • Failing checks: negative setup slack
  • Status: complete, but fails checks

Place
  • Port bufs: 28
  • Place WS: -0.799 ns
  • Final GP Congestion: 0.761
  • Placed Area: approximately 620 um^2
  • Detailed Place HPWL: 1080 um

STA
  • Final setup violation count: 1
  • Worst Hold Margin: approximately 0.87 ns
  • Final slew viol count: 0
  • Unrepaired setup endpoints after global routing: true
  • Final hold violations: 0
  • TNS Setup: -0.0713 ns
  • Minimum clock period: ~1.6 ns
  • FMAX: 636 MHz
  • Final period util: 105%
  • Setup ws final: -0.0713 ns

Clock network
  • # hold bufs at CTS: 0

Pwr
  • Leak: ~0.44 nW
  • Pwr Density: ~220 mW/mm^2
  • Worst vdd ir: ~0.000075 V
## area by class of cell
cell class | instances | area (um^2) | share of cell area [%]
Timing Repair Buffer | 47 | 459 | 53.3
Multi-Input combinational cell | 34 | 340 | 39.5
Tap cell | 46 | 57.6 | 6.69
Inverter | 1 | 3.75 | 0.436
## worst max path at each step
stage | startpoint | end | slack (ns)
4_1_cts | CurrentState[0] | PCWriteCond | -0.11
5_1_grt | Op[3] | NS2 | -0.12
6_report | Op[3] | NS2 | -0.07
## through the flow
step                instances  total power, W
floorplan                  43       0.0000459
detailed placement        117        0.000129
global placement          117        0.000127
CTS                       127        0.000151
finish                    128        0.000190
global route              128        0.000206
## cell usage in the layout (no fill, tap or decap)
master,n
buf_6,14
buf_4,9
buf_2,5
dlygate4sd2_1,5
nor2_2,4
clkdlybuf4s15_1,4
dlymetal6s2s_1,4
nand2b_4,3
buf_8,3
nor3_2,2
nor3b_2,2
and4b_1,2
nor2_1,2
nor3_1,2
conb_1,2
clkbuf_2,2
nor3_4,1
nor4_2,1
xor2_2,1
xnor2_1,1
nor3b_1,1
xor2_4,1
mux2_4,1
nand2_1,1
nand3b_1,1
nand3_2,1
or4_4,1
a21oi_2,1
a211oi_2,1
inv_1,1
a41oi_2,1
a2111oi_1,1
buf_12,1
## repair_timing
item                       in CTS  in global routing
pin swaps                       8                  9
setup buffers                  11                  2
gates resized                  82                 39
setup endpoints to repair      18                 11
## routing by layer
metal,track usage (%),wire length [um]
met4,0,0
met2,6.74,660
met5,0,0
met3,1.14,162
met1,5.41,648
## worst max-delay path, delay by kind of cell
kind	cells	cell delay [ns]
AND-OR/OR-AND	2	0.41
AND/OR/NAND/NOR	1	0.29
buffers and inverters	2	0.26
## kinds of logic (layout without fill, tap and decap cells)
family,count (synthesis),in the layout,share of synthesized area [%]
compound gates,4,4,11.8
simple gates,24,24,52.6
other cells,1,2,1.42
buf+inv,9,48,19.9
mux,1,1,4.27
xor+xnor,3,3,9.95
## cells in the mapped netlist, drive strengths merged
cell type and n:
nand3 1, nand3b 1, nand2 1, conb 1, nor4 1, nor3 5
buf 7, xor2 2, nor2 6, xnor2 1, and4b 2, inv 1
a21oi 1, mux2 1, a211oi 1, clkbuf 1, nor3b 3, a2111oi 1
a41oi 1, nand2b 3, or4 1
## report_power, final
part,internal [W],switching [W]
combinational,0.000117,0.0000725
sequential,0,0
clock,0,0
Power figures rest on the tool's default switching activity, not on a simulated workload.
